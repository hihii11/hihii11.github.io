==> flow/design.v <==
module odd_clk_div#(
        parameter integer DIV_NUM = 3
)(
       input  wire  CLK_IN,
       input  wire    nRST,
       output wire   LOGIC0,
       output wire   LOGIC1,
       output wire   [15:0] CLK_CNT0,
       output wire   [15:0] CLK_CNT1,
       output wire CLK_OUT
    );
    reg [15:0] clk_cnt0; 
    reg [15:0] clk_cnt1; 
    wire logic0,logic1;
    assign LOGIC0 = logic0;    
    assign LOGIC1 = logic1;    
    assign CLK_CNT0 = clk_cnt0;
    assign CLK_CNT1 = clk_cnt1;
    assign CLK_OUT = logic0 ^ logic1;
    assign logic0 = (clk_cnt0 < DIV_NUM ) ? 1'b1:1'b0;
    assign logic1 = (clk_cnt1 < DIV_NUM ) ? 1'b1:1'b0;
    always@(posedge CLK_IN)
    begin
        if(~nRST)
        begin
            clk_cnt0 <= 16'd0;
        end
        else
        begin
            if(clk_cnt0 != 2*DIV_NUM - 1)
            begin
                clk_cnt0 <= clk_cnt0 + 16'd1;
            end 
            else clk_cnt0 <= 16'd0;
        end
    end
    always@(negedge CLK_IN)
    begin
        if(~nRST)
        begin
            clk_cnt1 <= (DIV_NUM+1)/2 - 1;
        end
        else
        begin
            if(clk_cnt1 != 2*DIV_NUM - 1)
            begin
                clk_cnt1 <= clk_cnt1 + 16'd1;
            end 
            else clk_cnt1 <= 16'd0;
        end
    end
endmodule
==> flow/run.sh <==
#!/bin/bash
# OpenROAD 26Q1-2900-gdf79404cd8, Yosys 0.63+post, stock flow scripts
make -C /OpenROAD-flow-scripts/flow DESIGN_CONFIG=/design/flow/config.mk WORK_HOME=/design/flow/orfs finish
==> flow/config.mk <==
export PLATFORM = sky130hd
export DESIGN_NAME = odd_clk_div
export DESIGN_NICKNAME = odd_clk_div
export VERILOG_FILES = /design/flow/design.v
export SDC_FILE = /design/flow/constraint.sdc
export NUM_CORES = 4
export LEC_CHECK = 1
export CORE_AREA = 10 10 98 98
export DIE_AREA = 0 0 108 108
==> flow/constraint.sdc <==
current_design odd_clk_div

set clk_period 3.6
set clk_io_pct 0.2

create_clock -name clk0 -period $clk_period [get_ports {CLK_IN}]

set non_clock_inputs [all_inputs -no_clocks]
set_input_delay [expr $clk_period * $clk_io_pct] -clock clk0 $non_clock_inputs
set_output_delay [expr $clk_period * $clk_io_pct] -clock clk0 [all_outputs]
==> impl_metrics.toml <==
# physical design summary
[floorplanning]
fp-utilization = 0.192
die_area_um2 = 11700
core_area_um2 = 7650
die_w_um = 108
ioPinCount = 37
row_count = 32
fp.dieH_um = 108

[timing]
worst_pin_slew_ns = 0.419
slew_headroom = 0.720
hold_viol = 0
hold_ws_ns = 0.509
worst_slack_ns = -0.674
slew_violations = 0
skew_ns = 0.0224
setup_viol = 3
rsz0062_at_grt = "yes"

[global_routing]
grt_pass1_wl_um = 7420
top_usage_layer = "met2"
use_met2 = 0.117
met3_usage = 0.0217
grt.met1_usage = 0.0995
grt_pass1_vias = 1589
grt_use_total = 0.0753
grt_max_degree = 17
overflow = 0
antenna_found_initial = 0

[critical_path]
cpMaxStageDelayCell = "dfxtp_2"
critPathTopFamily = "simple AND/OR/NAND/NOR gates"
startpoint_type = "register"
cp_slowest_stage_delay_ns = 0.32
cp_max_fo = 2
critPathBufInv = 2
worstPathRequired_ns = 2.88
critical_path_arrival_ns = 3.55
cp-end-kind = "output port"
critical_path_class = "reg -> out"
crit_chain = "nor4_2 > nand4_1 > nor3_2 > buf_4 > xor2_2 > buf_2"

[clock_tree]
numCtsBuffers = 5
cts_tree = "done"
path_clk_slew_ns = 0.07
clock_path_buffers = 2
root_buffer = "clkbuf_8"
cts.sinks = 32
clock_latency_ns = 0.36
h-tree-depth = 2

[synthesis]
synth_area_um2 = 1470
xor_share = 0.167
ys_seq_share = 0.437
simple_gate_area_frac = 0.307
synth.area.mux_share = 0
synth_chip_area_um2 = 1470
topCombFamilyByArea = "simple AND/OR/NAND/NOR gates"
ys.flops = 32
ys_cells = 171
ys_sh_aoi = 0.0213
synth.distinct_cells = 24
ys.warnings.count = 1
fa_ha_area_frac = 0.0341
syn_inst = 171
synth_area_per_cell_um2 = 8.58

[finish]
final_util = 0.333
fillers = 732
final_cells = 376
drive_above_1_share = 0.325
syn_to_final_growth_pct = 73.5

[pwr]
power.internal_w = 0.000636
seq_power_share = 0.421
p_clk_frac = 0.438
leakage_nw = 1.07
netSwitchingPower_w = 0.000254
vdd_drop_max_mv = 0.149
powerDensity_nw_per_um2 = 350
netSwitchingFraction = 0.286
p_comb_frac = 0.141

[placement]
gp_congestion = 0.771
port_buffers = 36
dp.cells = 328
hpwlAfterDp_um = 2850

[worst_hold_path]
hp-class = "reg -> reg"

[routing]
route.vias.total = 1547
vias_per_cell = 4.11
diodes = 0
drtAntennaViolNets = 0
drc = 0
finalWirelength_um = 4570
dr.pass1.iters = 4
first_iter_violations = 52
wire_per_inst_um = 12.1

[status]
violations = "setup timing"
outcome = "complete, but fails checks"

[run]
warnings = 46
drv_cap = 0
==> cell families after synthesis <==
group	Yosys count
simple gates	91
flops	32
fa+ha+maj	4
buf+inv	11
compound gates	5
xor+xnor	28
==> routing by layer <==
layer | part of all wire | vias to the layer above
met5 | 0 | -
li1 | - | 783
met2 | 0.45 | 38
met1 | 0.47 | 719
met3 | 0.054 | 7
met4 | 0.021 | 0
==> synth_stat cells <==
cell      count  area share
nor2_1       38       0.097
dfxtp_1      32        0.44
xnor2_1      23        0.14
nor4_1       12       0.051
nand2_1      10       0.026
nand3_1      10       0.034
nor3_1       10       0.034
inv_1         7       0.018
nand4_1       6       0.026
xor2_1        5       0.030
ha_1          4       0.034
clkbuf_2      2      0.0068
a21oi_1       1      0.0034
buf_2         1      0.0034
buf_4         1      0.0051
nand4_2       1      0.0085
nand4_4       1       0.015
nor3_2        1      0.0068
o21ai_0       1      0.0034
o21ai_1       1      0.0034
o21ai_2       1      0.0060
o31ai_1       1      0.0051
or2_0         1      0.0043
or4_1         1      0.0051
==> power by group through the flow <==
stage | combinational [W] | clock (W) | sequential [W]
CTS | 0.000124 | 0.000398 | 0.000376
global route | 0.000139 | 0.000434 | 0.000376
finish | 0.000125 | 0.000390 | 0.000375
==> worst paths after layout <==
path | from | endpoint | slack [ns] | cells past startpoint
hold reg to reg | clk_cnt0[0] | clk_cnt0[0] | 0.51 | 1
hold / removal | clk_cnt0[0] | clk_cnt0[0] | 0.51 | 1
setup reg to reg | clk_cnt1[5] | clk_cnt1[13] | 1.81 | 9
setup / recovery | clk_cnt1[7] | CLK_OUT | -0.67 | 6
==> area by class of cell <==
cell class                      count  area [um2]  share of cell area
Sequential cell                    32         661               0.260
Multi-Input combinational cell    128         812               0.319
Inverter                            6        22.5             0.00885
Clock inverter                     18        68.8              0.0270
Clock buffer                        6        93.8              0.0369
Timing Repair Buffer               84         759               0.298
Tap cell                          102         128              0.0501
==> placed cells by master, fill, tap and decap left out, types with 2 or more instances in the layout <==
master / count
nor4_2: 2
dlygate4sd2_1: 6
nor4_1: 9
clkdlybuf4s50_1: 18
clkbuf_8: 5
clkdlybuf4s15_1: 2
dfxtp_2: 16
xnor2_1: 23
nand4_1: 6
xor2_1: 4
inv_1: 22
nand2_1: 10
nand3_1: 10
clkbuf_2: 3
ha_1: 4
buf_2: 5
buf_6: 23
nor2_1: 38
nor3_1: 10
buf_4: 26
dfxtp_1: 16
==> state kept, by name, summed over array words and instances, names as in the netlist <==
register / cells
clk_cnt0: 16
clk_cnt1: 16
==> through the flow <==
stage,power [W],instance area (um2),setup slack [ns],TNS [ns]
after floorplan,0.000448,1470,-0.000222,-0.000222
after global placement,0.000525,2110,-0.695,-1.35
after detailed placement,0.000525,2110,-0.699,-1.32
after CTS,0.000897,2540,-0.673,-1.36
after global routing,0.000949,2540,-0.777,-1.57
final,0.000891,2540,-0.674,-1.33
==> timing repair <==
action,in CTS,in global routing
hold buffers,0,0
setup endpoints to repair,18,11
buffers inserted,26,6
endpoints found under the hold margin,0,0
pin swaps,3,3
gates resized,74,12
==> worst reg2reg max path: stages (launching register included) <==
cell,delay [ns]
dfxtp_2,0.35
buf_4,0.11
buf_6,0.08
buf_6,0.08
buf_6,0.08
buf_4,0.11
nand4_2,0.23
nor4_1,0.43
xnor2_1,0.16
nor2_1,0.05
Power figures rest on the tool's default switching activity, not on a simulated workload.
