[/design/flow/run.sh]
#!/bin/bash
# OpenROAD 26Q1-2900-gdf79404cd8, Yosys 0.63+post, stock flow scripts
make -C /OpenROAD-flow-scripts/flow DESIGN_CONFIG=/design/flow/config.mk WORK_HOME=/design/flow/orfs finish
[/design/flow/config.mk]
export PLATFORM = sky130hd
export DESIGN_NAME = div_counter
export DESIGN_NICKNAME = div_counter
export VERILOG_FILES = /design/flow/design.v
export SDC_FILE = /design/flow/constraint.sdc
export NUM_CORES = 4
export LEC_CHECK = 1
export CORE_AREA = 10 10 88 88
export DIE_AREA = 0 0 98 98
[/design/flow/constraint.sdc]
current_design div_counter

set clk_period 3.2
set clk_io_pct 0.2

create_clock -name clk0 -period $clk_period [get_ports {CLK_IN}]

set non_clock_inputs [all_inputs -no_clocks]
set_input_delay [expr $clk_period * $clk_io_pct] -clock clk0 $non_clock_inputs
set_output_delay [expr $clk_period * $clk_io_pct] -clock clk0 [all_outputs]
[/design/flow/design.v]
module div_counter#(
        parameter integer DIV_NUM = 2
)(
        input  wire  CLK_IN,
        input  wire    nRST,
        output wire CLK_OUT
    );
    reg [15:0] clk_cnt;
    reg clk_out;
    assign CLK_OUT = (clk_cnt < DIV_NUM/2)?1'b1:1'b0;
    always@(posedge CLK_IN)
    begin
        if(~nRST)
        begin
            clk_cnt <= 16'd0;
        end
        else
        begin
            if(clk_cnt != DIV_NUM - 1)
                clk_cnt <= clk_cnt + 16'd1;
            else
                clk_cnt <= 16'd0;
        end
    end
endmodule
==> metrics.csv <==
metric;value;unit
grt_max_degree;17;
num_vias;579;
fillers;649;
crit_path_end_kind;output port;
holdBufCountCts;0;
wl_met1;653;µm
maxCapViolations;0;
largestRegisters;clk_cnt: 16 flops;
final_util;0.157;
synth.cell_area;776;µm²
final_layout_size_suffix_gt1_frac;0.0753;
drc;0;
ys_sh_simple;0.305;
cp-start-kind;register;
gp_congestion;0.774;
crit_type;register to output port;
r2r_end;clk_cnt[6]$_SDFF_PN0_;
cts_resized;0;
path_max_fanout;4;
yosysCellCount;89;
warnings;27;
rsz0062_at_grt;no;
floorplanUtilization;0.131;
synthDistinctLibCells;21;
drv_slew;0;
dr.pass1.iters;2;
finalClockSkew;1.88;ps
grtUsageTotal;0.0262;
place_hpwl;951;µm
synthAdderAreaFrac;0.0484;
cts_buffer_depth;2;
cts_root_buf;clkbuf_8;
yosysWarningCount;1;
drt-wirelength-per-cell;8.02;µm
largest-register;clk_cnt;
viasPerCell;3.45;
finalCritPeriodShare;0.790;
clk_latency;240;ps
grt_pass1_vias;519;
die_h;98;µm
final_area;930;µm²
max_slew.worst_pin.slew;425;ps
numCtsBuffers;3;
syn_area_per_cell;8.72;µm²
top_layer_used;met4;
rows;28;
largest_register_ffs;16;
lay_top_count;nor2_1;
reg2reg_depth;4;
cts_tree;yes;
power_density;458;mW/mm²
pin_count;3;
wl_met2;610;µm
finalHoldViolCount;0;
max_freq;396;MHz
port_buffers;2;
grt_overflow_total;0;
grt_first_pass_wirelength;2260;µm
hold_path_class;register to register;
whs_path_depth;1;
worstReg2RegStart;clk_cnt[8]$_SDFF_PN0_;
postCtsSetupBuffers;0;
antenna_found_initial;0;
cts.sinks;16;
path_clk_slew;60;ps
ir_worst_vdd;0.109;mV
ys.flops;16;
placed_area;875;µm²
diodes;0;
arrival;1890;ps
die_area;0.00960;mm²
drt_iter0_markers;38;
aoi_share;0.0387;
routed-wl-met3;28;µm
min_period;2530;ps
topCombFamilyByArea;simple AND/OR/NAND/NOR gates;
max-slew-margin-rel;0.715;
top_area_cell;dfxtp_1;
setup_violations;0;
whs_endpoint;clk_cnt[0]$_SDFF_PN0_;
xor_share;0.147;
mostFrequentLayoutCells;18 x nor2_1, 16 x dfxtp_1, 8 x xnor2_1, 7 x nor4_1;
yosys-top-cells-area;dfxtp_1 41%, xnor2_1 9.0%, nor2_1 8.7%, nor4_1 5.6%, xor2_1 5.6%;
coreArea;0.00592;mm²
ys_chip_area;776;µm²
ys_seq_frac;0.413;
hp-start;clk_cnt[0]$_SDFF_PN0_;
htreeDepth;1;
required;2560;ps
final_antenna_net_count;0;
synth_cells;89;
wl;1350;µm
r2r_slack;1170;ps
top_area_frac;0.413;
die_w;98;µm
status;complete, no violations;
dpl.cell_count;164;
fin_tns_setup;0;ps
fin_cells;168;
areaGrowthSynthToFinish;19.8;%
mux_area_frac;0;
power.leakage;0.292;nW
==> stage by stage <==
stage | power, mW | setup slack (ps) | hold slack, ps
floorplan | 0.245 | 1320 | 452
global placement | 0.256 | 930 | 475
detailed placement | 0.256 | 919 | 487
CTS | 0.433 | 649 | 501
global route | 0.451 | 571 | 524
finish | 0.426 | 673 | 489
==> worst max path at each step <==
stage                                 start      end  slack (ps)  cells after the start
after CTS             clk_cnt[8]$_SDFF_PN0_  CLK_OUT         650                      3
after global routing  clk_cnt[7]$_SDFF_PN0_  CLK_OUT         570                      3
final                 clk_cnt[8]$_SDFF_PN0_  CLK_OUT         670                      3
==> cell type report <==
type                            count  area (µm²)  share of cell area
Inverter                            6        22.5              0.0242
Timing Repair Buffer                2        20.0              0.0215
Tap cell                           75        93.8               0.101
Clock buffer                        4        55.1              0.0592
Sequential cell                    16         320               0.345
Multi-Input combinational cell     65         418               0.450
==> power breakdown <==
group	switching, mW	leakage (nW)	internal, mW
Clock	0.0658	0.0288	0.109
Sequential	0.00579	0.129	0.204
Combinational	0.0211	0.134	0.0197
Total	0.0928	0.292	0.333
==> cell families after synthesis <==
family,Yosys count
AND/OR/NAND/NOR,46
flip-flops,16
XOR/XNOR,13
buffers and inverters,8
AND-OR/OR-AND,3
adder cells (fa/ha/maj),3
==> routing by layer <==
layer	GRT usage	up-vias
li1	-	311
met1	0.0314	262
met2	0.0426	4
met3	0.00853	2
met4	0.0101	0
met5	0	-
==> synthesized netlist by cell type (all sizes together) <==
library cell  number
a31o               1
o21ai              1
clkbuf             1
inv                6
xor2               5
nand2b             1
and4               1
or4                1
buf                1
or4b               1
dfxtp             16
nor3               2
and2               1
ha                 3
nor4               7
xnor2              8
nand4              6
nand2              4
nand3              4
a21oi              1
nor2              18
==> critical path: stages (launching register included) <==
cell,delay [ps]
dfxtp_1,330
or4_1,550
nor4_1,250
clkdlybuf4s50_1,510
No activity file was given, so power comes from the tool's default toggle rates.
